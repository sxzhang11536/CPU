`/design/flow/run.sh`:
```
#!/bin/bash
# OpenROAD 26Q1-2900-gdf79404cd8, Yosys 0.63+post, stock flow scripts
make -C /OpenROAD-flow-scripts/flow DESIGN_CONFIG=/design/flow/config.mk WORK_HOME=/design/flow/orfs finish
```
`/design/flow/config.mk`:
```
export PLATFORM = sky130hd
export DESIGN_NAME = alu
export DESIGN_NICKNAME = alu
export VERILOG_FILES = /design/flow/design.v
export SDC_FILE = /design/flow/constraint.sdc
export NUM_CORES = 4
export LEC_CHECK = 1
export CORE_UTILIZATION = 40
```
`/design/flow/constraint.sdc`:
```
current_design alu

set clk_period 39.7
set clk_io_pct 0.2

create_clock -name clk0 -period $clk_period

set non_clock_inputs [all_inputs -no_clocks]
set_input_delay [expr $clk_period * $clk_io_pct] -clock clk0 $non_clock_inputs
set_output_delay [expr $clk_period * $clk_io_pct] -clock clk0 [all_outputs]
```
`/design/flow/design.v`:
```
module alu(a, b, aluop, shamt,  result, hi, lo);
	input signed	[31:0]	a, b;
	input 		[3:0]	aluop;
	input 		[4:0]	shamt;
	output signed  [31:0]	result, hi, lo;
	reg			[31:0]	result, hi, lo;
always @(a or b or aluop or shamt)
begin
	lo = 0;
	hi = 0;
	result = 0;
	case (aluop)
		4'b0000:	result = a & b;			 
		4'b0001:	result = a | b;			 
		4'b0010:	result = a+b;				 
		4'b0011:	result = b << shamt;		 
		4'b0100:	result = b >> shamt;	    
		4'b0101:	result = b << 16;   		 
		4'b0110:	result = a-b;				 
		4'b0111:	if (a < b) result = 1;
				else result = 0;			 
		4'b1000:	begin
				{hi,lo} = a*b;				 
				end
		default: 	result =0;
	endcase
end
endmodule
```
==> git commit body <==
Add synthesis and place-and-route results

- The worst setup path is captured at a primary output.
* Endpoint required time on the critical path: 31.76 ns
- The OpenROAD report gives the critical path a data arrival time of 18.05 ns.
- Outcome: complete, no violations
- Number of hold-slack violations in the final timing report: 0
* Reported net switching power: about 10 mW
- Setup repair after global routing left no endpoint under its margin.
* Layout sequential cell count: 0
- Launching instance or port of the critical path: b[6]
- Number of antenna violations at the first check in global routing: 2
- The cell-mix breakdown from Yosys lists the XOR/XNOR area share as between 1.5 and 2%.
- In this run the horizontal extent of the chip is 330 microns.
* Highest clock frequency the design can meet: 38.5 MHz
- Final Max-Slew Violation Tally: 0
- At the end of routability-driven placement, the weighted congestion stood at 1.01.
- # DRC: 0
- Top cell type's share of synthesized area: 50.4%
- The routed layout has 35,671 vias.
- The commonest cells after synthesis are sky130_fd_sc_hd__fa_1 (1,084), sky130_fd_sc_hd__inv_1 (1,044), sky130_fd_sc_hd__nor2_1 (720), sky130_fd_sc_hd__nand2_1 (579), sky130_fd_sc_hd__ha_1 (281).
* WS Path Type: primary input to primary output
- In the finished design, the share of the clock period the worst path needs comes to 65.5%.
- Total number of placement rows: 119
- Among the non-sequential cells, adder cells take the most area.
- Type of the tightest min-delay check: primary input to primary output
- Layout Area Growth over Synthesis: 7.93%
* Maximum VDD drop: 0.863 mV
* Detailed placer's ending HPWL: 130 mm
- Hold-fix buffers at CTS: 0
- Registers take 0 sq um.
- The final layout contains routed wiring with a total length of about 160 mm.
* Wire length of the first global-routing pass: 244 mm
- Setup_tns: 0 ns
- Post-CTS repair changed the size of 0 cells.
* Capturing element of the worst setup path: hi[31]
* Fraction of power spent switching nets: 60.4%
- Compound-gate portion of the synthesized area: under 10%
* Leakage power: 22.8 nW
* Overflow left after global routing: 0
- The detail route stage leaves a number of antenna-violating nets equal to 0.
- Per the OpenROAD floorplan log, the area of the die is approximately 110,000 sq um.
* Synth cell types: about 98
- Entering global routing, the biggest net connects between 50 and 60 pins.
* Post-synthesis cell type with the largest instance count: sky130_fd_sc_hd__fa_1
- Kind of start point of the critical path: primary input
- Floorplan Utilization: 40.6%
- Final min period: 25.99 ns
- Number of OpenROAD warnings: 97
- Along the worst path, the maximum fanout reaches 25.
- The region available for standard cell placement spans 106,000 sq um.
- Yosys synthesis warning count: 1
- In the post-synthesis netlist, the biggest area contributors are sky130_fd_sc_hd__fa_1 (50%), sky130_fd_sc_hd__inv_1 (9.1%), sky130_fd_sc_hd__ha_1 (8.2%).
* Finish-stage setup viols: 0
- Total power normalized to cell area comes to 360 nW/um^2.
* Total cells reported by yosys after synthesis: 5,031
- For this block, the initial DRC count from the detailed router was 2,148.
* Cell taking the most area after synthesis: sky130_fd_sc_hd__fa_1
- The number of global-route vias before repair is 37,617.
- Post-route total power: 16.7 mW
* Die extent in y: 330 microns
* Slew of the pin with the lowest slew margin: 1.10 ns
- Summing the areas of all fa, ha and maj instances in the mapped netlist gives 58.6% of the synthesized area.
* I/O pin count: 169
* MaxCap Viol Count: 0
- In this run the post-CTS setup repair buffer count came out at 0.
- Vias per std cell: 5.53
- Chip area estimate from yosys synthesis: 43,100 sq um
- Total global-route track usage over all layers is 32.6%.
- Sequential-to-total area share from yosys stat: 0%
- Multiplexer area fraction after synthesis: 3.93%
- Mean post-synth cell area: 8.56 sq um
- Per the post-synthesis report, the number of cells in the design is approximately 5,000.
* Share of cells above drive strength 1: 4.80%
- For this sky-water flow run, the detailed-routed wirelength per cell is reported as 25.0 microns.
- The iteration count recorded for the first detailed-route pass is 7.
* Number of inserted filler cells in the final layout: 10,491
- Count of clock-net buffers in the final layout: 0
- Summed instance area of the synthesized netlist: 43,100 sq um
* # port buffers: between 150 and 200
- Worst relative slew slack: roughly a quarter
- Simple logic cell fraction of the synthesized area: 14.6%
- Pint: 6.62 mW
==> worst min path at each step <==
| stage | from | end | slack [ns] | cells after the start |
|---|---|---|---|---|
| 4_1_cts | aluop[2] | result[31] | 17.03 | 6 |
| 5_1_grt | aluop[2] | result[31] | 17.10 | 6 |
| 6_report | aluop[2] | result[31] | 17.03 | 6 |
==> power groups by stage <==
stage         combinational, mW  sequential (mW)  clock (mW)
global route               18.7                0           0
CTS                        16.8                0           0
==> critical path, stage by stage <==
cell                              delay (ns)
sky130_fd_sc_hd__clkdlybuf4s50_1        0.46
sky130_fd_sc_hd__buf_4                  0.43
sky130_fd_sc_hd__clkinv_1               0.74
sky130_fd_sc_hd__nor2_1                 0.35
sky130_fd_sc_hd__fa_1                   0.50
sky130_fd_sc_hd__fa_1                   0.50
sky130_fd_sc_hd__fa_1                   0.51
sky130_fd_sc_hd__inv_1                  0.05
sky130_fd_sc_hd__fa_1                   0.47
sky130_fd_sc_hd__inv_1                  0.05
sky130_fd_sc_hd__fa_1                   0.48
sky130_fd_sc_hd__fa_1                   0.56
sky130_fd_sc_hd__fa_1                   0.45
sky130_fd_sc_hd__fa_1                   0.44
sky130_fd_sc_hd__ha_1                   0.54
sky130_fd_sc_hd__nand4_1                0.28
sky130_fd_sc_hd__nor4_2                 0.68
sky130_fd_sc_hd__nand3_1                0.15
sky130_fd_sc_hd__o221ai_1               0.59
sky130_fd_sc_hd__nor3_2                 0.09
sky130_fd_sc_hd__buf_4                  0.20
sky130_fd_sc_hd__or4_4                  0.53
sky130_fd_sc_hd__a21oi_1                0.30
sky130_fd_sc_hd__nor3_1                 0.09
sky130_fd_sc_hd__nor3_1                 0.13
sky130_fd_sc_hd__clkdlybuf4s50_1        0.48
==> cells in the final DEF (no fill, tap or decap), drive strengths merged, types with 15 or more instances in the layout <==
cell type	count
nor3	33
fa	1084
o211ai	38
a22oi	29
o21a	23
buf	150
inv	1048
a21o	57
nor2	720
clkdlybuf4s50	166
and2	15
o22ai	16
a21oi	153
ha	281
o21bai	20
mux4	40
nand2	579
mux2i	70
or3	21
o21ai	108
a211oi	15
clkinv	25
nand4	28
xnor2	58
a31oi	16
nand3	28
nand2b	24
xor2	27
and3	16
==> cells by family after synthesis <==
logic type / after synthesis
adder cells (fa/ha/maj): 1365
AND/OR/NAND/NOR: 1522
multiplexers: 118
buffers and inverters: 1361
XOR/XNOR: 85
AND-OR/OR-AND: 580
==> area by class of cell <==
cell class,instances,area (sq um),share of cell area (%)
repair buffers,316,2780,5.99
well taps,1391,1740,3.74
diodes,2,5.00,0.0108
inverters,1073,4030,8.67
multi-input cells,3670,37900,81.6
==> metal layers <==
layer	wire length, microns	track usage (%)	part of all wire [%]
met3	18300	13.4	11
met4	7230	11.0	4.5
met5	0	0	0
met1	61200	44.7	38
met2	74500	48.5	46
==> per-stage QoR <==
step / setup WS, ns / cell area [sq um] / hold WS (ns) / cells / util (%)
final: 13.71 / 46500 / 17.03 / 6452 / 43.8
after floorplan: 16.30 / 43100 / 16.06 / 5031 / -
after detailed placement: 13.78 / 46500 / 17.02 / 6450 / 43.8
after CTS: 13.77 / 46500 / 17.03 / 6450 / 43.8
after global placement: 13.79 / 46500 / 17.02 / 6450 / 43.8
after global routing: 13.27 / 46500 / 17.10 / 6450 / 43.8
Power is estimated from default activity; no workload was simulated.
